[./config.mk]
export PLATFORM = sky130hd
export DESIGN_NAME = display4mux
export DESIGN_NICKNAME = display4mux
export VERILOG_FILES = /design/flow/design.v
export SDC_FILE = /design/flow/constraint.sdc
export NUM_CORES = 4
export LEC_CHECK = 1
export CORE_UTILIZATION = 40
[./run.sh]
#!/bin/bash
# OpenROAD 26Q1-2900-gdf79404cd8, Yosys 0.63+post, stock flow scripts
make -C /OpenROAD-flow-scripts/flow DESIGN_CONFIG=/design/flow/config.mk WORK_HOME=/design/flow/orfs finish
[./design.v]
`timescale 1ns / 1ps
module display4mux(
    input reset,
	 input reloj, load,
	 input [7:0] datai,
	 input [1:0] bufdestino,
    output reg [7:0] disp_7seg_a_g_dp,
	 output reg [3:0] anodos
    );
	wire [7:0] buff[3:0];
	wire [1:0] anodosctrl;
	reg [3:0] e;	 
	reg[20:0] divisor;	 
	FF_D	buff0(reloj, reset, e[0], datai, buff[0]),
			buff1(reloj, reset, e[1], datai, buff[1]),
			buff2(reloj, reset, e[2], datai, buff[2]),
			buff3(reloj, reset, e[3], datai, buff[3]);
	always @(*) begin
		if(load)
		  case(bufdestino)
			2'b00:	e=4'b1;
			2'b01:	e=4'd2;
			2'b10:	e=4'd4;
			2'b11:	e=4'd8;
		  endcase
		 else
			e=4'b0;
	end
	always @(posedge reloj) begin
		divisor<=divisor+1;
	end
	assign anodosctrl={divisor[15],divisor[14]};	 
	always @(anodosctrl, buff[0], buff[1], buff[2], buff[3])
		case(anodosctrl)
			2'd0: begin disp_7seg_a_g_dp=buff[0]; anodos=4'b1110; end
			2'd1: begin disp_7seg_a_g_dp=buff[1]; anodos=4'b1101; end
			2'd2: begin disp_7seg_a_g_dp=buff[2]; anodos=4'b1011; end
			2'd3: begin disp_7seg_a_g_dp=buff[3]; anodos=4'b0111; end
			default: anodos=4'b1111;
		endcase
endmodule
module FF_D(input clk, input reset, e, input [7:0] d, output reg [7:0] q);
	always@(posedge clk) begin
		if(reset)
			q<=8'b0;
		if(e) q<=d;
	end
endmodule
[./constraint.sdc]
current_design display4mux

set clk_period 3.5
set clk_io_pct 0.2

create_clock -name clk0 -period $clk_period [get_ports {reloj}]

set non_clock_inputs [all_inputs -no_clocks]
set_input_delay [expr $clk_period * $clk_io_pct] -clock clk0 $non_clock_inputs
set_output_delay [expr $clk_period * $clk_io_pct] -clock clk0 [all_outputs]
==> run notes <==
fresh numbers from the pnr run: adder share=0.603%, status=completed, DR iter-0 viols=50, Chip Width=74.0 um, Hold Buf Count CTS=0, layout cell share with drive strength beyond 1=10.9%, number of diodes=0, cell count in the Yosys report=146, min Tclk post-route=2820 ps, simple-gate share of the synthesized area=20.0%, EDFF count, synth=32, Synth-to-Final Area Change=18.6%, Total GRT Usage=15.1%, Placer Congestion=0.784, final wirelength=3350 um, Via density=4.76, worst clock skew=2.67 ps, largest net degree at the start of global routing=16, placed instance count=233, DRC=0, row cnt=25, Tcrit/Tclk final=80.6%, Place WS=976 ps, Yosys warnings=2, register share after synthesis=61.7%, Top Ports=25, Core Util at FP=42.8%, I/O Buffers=24, number of CTS-inserted buffers=5, global route overflow=0, Vias=1147, relative slew slack=57.8%, 1st-pass router iterations=4, initial antenna violation count=0, hold slack final=417 ps, Worst IR Drop VDD=0.000212 V, Final Instance Area=2460 um^2, tool warnings=25, comb area leader=simple AND/OR/NAND/NOR gates, Die Height=74.0 um, placed wire-length estimate=2240 um, setup ws final=678 ps, PostCTS Resize Cnt=0, fmax=354 MHz, pwr/cell area=424 nW/um^2, Power Total=1.04 mW, postcts setup bufs=0, Gate Area=752 um^2, post-synthesis cell count=146, antenna viol nets, final=0, core area=4850 um^2, FFs w/ async S/R, synth=0%, RSZ-0062 raised after global routing=no, # fillers=412, leakage=0.884 nW, Worst-path clk slew=90 ps, Placed Area=2370 um^2, # Max-Cap Violations=0, Sink Count=48, drt wl/cell=13.9 um, Post-synth top cells=32 x and2_1, 32 x edfxtp_1, 16 x dfxtp_1, 10 x nand2_1, 8 x xnor2_1, TritonCTS clock tree=done, mux frac, synth=9.95%, crit end category=output pin, aoi share=0.241%, Clock Tree Buf Depth=2, final setup violation count=0, Post-Synth XOR/XNOR Area=5.49%, Slew Viols, Final=0, top cells by area=edfxtp_1 46%, dfxtp_1 15%, and2_1 9.6%, Mapped Area=2080 um^2, syn avg cell area=14.2 um^2, Hold Fails Final Rpt=0, Critical Path RT=2800 ps, crit path DAT=2120 ps, vias in the first global route=1114, chip area=5480 um^2, global-route wire length before repair=5650 um, register area=1280 um^2, final core occ=50.8%, H-tree depth=2, Yosys top cell by area=edfxtp_1, post-synthesis chip area from yosys=2080 um^2, dominant register cell=edfxtp_1, min-delay worst type=reg2reg, startpoint types=flop, final non-filler cell total=241, worst slew pin tran=633 ps, Insertion Delay late pin=300 ps, Max-area cell share=46.3%, Setup TNS Final=0 ps, kind of critical path=reg2out, Cell Type Count=28, flops & latches, synth=48, CTS Root Cell=clkbuf_8, Max FO, Critical Path=15
[cell families after synthesis]
family                     after synthesis
and+or+nand+nor                         69
muxes                                    8
AOI/OAI and AO/OA                        1
adders and majority gates                1
xor gates and xnor gates                13
buffers and inverters                    6
DFF                                     48
[metal layers]
layer	vias to the layer above	wire length (um)	track usage (%)
li1	577	-	-
met1	531	1630	25.4
met2	33	1460	21.0
met3	6	203	5.91
met4	0	45	1.71
met5	-	0	0
[placed cells by master (no fill, tap or decap), types with 2 or more instances in the layout]
master and count:
nand2b_1 2, clkdlybuf4s50_1 24, clkbuf_8 6, nand4_1 2, and3_2 2, xor2_1 5
and3_1 2, edfxtp_1 32, and2_1 32, nor2_1 4, mux4_1 7, nand3_1 4
xnor2_1 8, nand2_1 10, dfxtp_1 16, or2_2 5
[layout make-up]
class,count,share of cell area [%]
clock inverters,1,0.254
multi-input cells,92,30.6
repair buffers,25,10.1
clock buffers,7,3.51
well taps,67,3.41
inverters,1,0.153
flip-flops and latches,48,52.1
[worst max-delay path, cell delays in order (launching register included)]
cell and delay (ps):
dfxtp_1 730, mux4_1 660, clkdlybuf4s50_1 430
[registers in the layout, summed over array words and instances, names as in the netlist]
name / cells
buff1.q: 8
divisor: 16
buff2.q: 8
buff0.q: 8
buff3.q: 8
[path summary, 6_finish.rpt]
path,start,to,slack [ps],depth (start not counted)
max,divisor[14],disp_7seg_a_g_dp[2],680,2
min,divisor[0],divisor[0],420,1
max reg2reg,divisor[0],divisor[14],2130,5
min reg2reg,divisor[0],divisor[0],420,1
[where the power goes]
group	switching [mW]	leakage [nW]	internal [mW]
registers	0.00608	0.444	0.635
logic	0.0258	0.392	0.0403
clock network	0.176	0.0488	0.161
total	0.207	0.884	0.836
No activity file was given, so power comes from the tool's default toggle rates.
