`design.v`:
```
`timescale 1ns / 1ps
module conv_hex_7seg(
    input [3:0] hex,
    output reg [7:0] sieteseg_a2g_dp
    );
	 always @(*) begin
		 case (hex)
					4'b0000: sieteseg_a2g_dp=8'b0000_0011;
					4'd1: sieteseg_a2g_dp=8'b1001_1111;
					4'd2: sieteseg_a2g_dp=8'b0010_0101;
					4'd3: sieteseg_a2g_dp=8'b0000_1101;
					4'd4: sieteseg_a2g_dp=8'b1001_1001;
					4'd5: sieteseg_a2g_dp=8'b0100_1001;
					4'd6: sieteseg_a2g_dp=8'b1100_0001;
					4'd7: sieteseg_a2g_dp=8'b0001_1111;
					4'd8: sieteseg_a2g_dp=8'b0000_0001;
					4'd9: sieteseg_a2g_dp=8'b0001_1001;
					4'ha: sieteseg_a2g_dp=8'b0001_0001;
					4'hb: sieteseg_a2g_dp=8'b1100_0001;
					4'hc: sieteseg_a2g_dp=8'b0110_0011;
					4'hd: sieteseg_a2g_dp=8'b1000_0101;
					4'he: sieteseg_a2g_dp=8'b0110_0001;
					4'hf: sieteseg_a2g_dp=8'b0111_0001;
					default: sieteseg_a2g_dp=8'hff;
		 endcase
    end
endmodule
```
`run.sh`:
```
#!/bin/bash
# OpenROAD 26Q1-2900-gdf79404cd8, Yosys 0.63+post, stock flow scripts
make -C /OpenROAD-flow-scripts/flow DESIGN_CONFIG=/design/flow/config.mk WORK_HOME=/design/flow/orfs finish
```
`config.mk`:
```
export PLATFORM = sky130hd
export DESIGN_NAME = conv_hex_7seg
export DESIGN_NICKNAME = conv_hex_7seg
export VERILOG_FILES = /design/flow/design.v
export SDC_FILE = /design/flow/constraint.sdc
export NUM_CORES = 4
export LEC_CHECK = 1
export CORE_AREA = 10 10 70 70
export DIE_AREA = 0 0 80 80
```
`constraint.sdc`:
```
current_design conv_hex_7seg

set clk_period 1.0
set clk_io_pct 0.2

create_clock -name clk0 -period $clk_period

set non_clock_inputs [all_inputs -no_clocks]
set_input_delay [expr $clk_period * $clk_io_pct] -clock clk0 $non_clock_inputs
set_output_delay [expr $clk_period * $clk_io_pct] -clock clk0 [all_outputs]
```
==> GITHUB_STEP_SUMMARY <==
### Metrics collected by this job

| Metric | Value |
|---|---|
| Antenna Cells | `0` |
| Combinational Power Share | `1.000` |
| Crit path max-delay cell type | `ha_2` |
| M1 WL | `453 microns` |
| Crit share post-route | `1.28` |
| Cell area power density | `between 300 and 400 mW/mm^2` |
| Largest net degree at the start of global routing | `9` |
| Drt wl/cell | `between 9 and 10 microns` |
| Post-route setup slack | `-281 ps` |
| Yosys Instances | `approximately 40` |
| Vias in the first global route | `386` |
| CTS Hold Bufs | `0` |
| Fin crit period | `between 1000 and 1500 ps` |
| Crit-path leading delay family | `buffers and inverters` |
| Switch share | `0.423` |
| Max layer used | `met3` |
| Ports | `12` |
| Log Warnings | `41` |
| DR pass1 iterations | `2` |
| Layout area overhead | `123%` |
| Worst EP arrival | `1080 ps` |
| DP Wirelength | `753 microns` |
| Largest area contributor in the netlist | `ha_1` |
| Metal2 WL | `520 microns` |
| Critical path cell sequence | `buf_8 -> clkinvlp_4 -> ha_2 -> nor2b_4 -> a21oi_1 -> o22ai_1 -> buf_2` |
| DR WL met3 | `86 microns` |
| Xor/xnor share | `0` |
| CP max stage delay | `190 ps` |
| Max FO, Critical Path | `3` |
| Residual DRC | `0` |
| Area share of and/or/nand/nor cells after synthesis | `0.137` |
| Top cells, area | `ha_1, mux2i_1, o22ai_1` |
| Yosys cell types | `16` |
| YS warnings | `1` |
| YS chip area | `274 sq um` |
| Via-to-Cell Ratio | `about 3.4` |
| Leak | `approximately 0.27 nW` |
| Syn Area/Cell | `6.85 sq um` |
| P_int | `0.132 mW` |
| Yosys aoi share | `0.292` |
| Fin Setup TNS | `-1630 ps` |
| Max Clock Freq | `0.780 GHz` |
| Crit. End Element | `primary output` |
| CP required | `800 ps` |
| Worst vdd ir | `0.0571 mV` |
| Multiplexer share | `0.110` |
| WP buf/inv | `3` |
| Chip width | `80 microns` |
| DIE AREA | `approximately 0.0064 sq mm` |
| Status | `complete, but fails checks` |
| Sequential cell count | `0` |
| Share of layout cells above drive strength 1 | `0.600` |
| Sequential cell area | `0 sq um` |
| Final wirelength | `1060 microns` |
| Util after Layout | `0.179` |
| DRT antenna net count | `0` |
| Core area | `0.00342 sq mm` |
| Die H | `80 microns` |
| Via count | `376` |
| Number of DRC violations after detailed-routing iteration 0 | `26` |
| Final setup vio count | `7` |
| Post-Synthesis Cells | `40` |
| Std-Cell Rows | `21` |
| First-pass GRT wire length | `1800 microns` |
| Fin. max-slew vios | `0` |
| Unrepaired setup endpoints after global routing | `yes` |
| Mapped Area | `around 270 sq um` |
| Clk pwr share | `0` |
| Register share after synthesis | `0` |
| GPL Wtd Cong | `0.699` |
| Floorplan Utilization | `0.0802` |
| Crit start category | `input pin` |
| Max Cap Viol | `0` |
| PortBufs | `11` |
| Initial antenna violation count | `0` |
| Switch Pwr | `0.0964 mW` |
| Sequential share of power | `0` |
| Hold Path Class | `in -> out` |
| Failing checks | `setup timing` |
| Fin. Hold Viols | `0` |
| Tot GR Track Use | `0.0321` |
| Adder Area Share | `0.320` |
| Largest family of logic cells by area | `adder cells` |
| Top cell area share | `0.320` |
| Clkbuf count | `0` |
| GR Overflow Total | `0` |
| Critical path class | `in -> out` |
stage by stage:
step | std cells | hold WS (ps) | total power, mW | instance area [sq um] | worst slack [ps]
2_1_floorplan | 40 | 488 | 0.0747 | 280 | -17.2
3_3_place_gp | 105 | 1520 | 0.193 | 507 | -1130
3_5_place_dp | 105 | 1510 | 0.193 | 507 | -1130
4_1_cts | 110 | 902 | 0.216 | 589 | -288
5_1_grt | 111 | 934 | 0.256 | 611 | -344
6_report | 111 | 877 | 0.228 | 611 | -281
cell families (layout without fill, tap and decap cells):
group	Yosys count	in the layout
adders and majority gates	7	7
buffers and inverters	6	31
and+or+nand+nor	9	9
other	1	1
muxes	3	3
AOI/OAI and AO/OA	14	14
placed cells by master (no fill, tap or decap), types with 2 or more instances in the layout:
cell / count
ha_1: 2
o21ai_1: 4
buf_6: 5
a21oi_1: 3
mux2i_1: 2
ha_4: 3
o22ai_2: 2
buf_8: 2
nand2_1: 4
buf_4: 12
nor2_1: 3
ha_2: 2
buf_2: 8
o22ai_1: 2
layout make-up:
type,instances,area [sq um]
Timing Repair Buffer,28,226
Tap cell,46,57.6
Fill cell,381,2810
Inverter,3,17.5
Multi-Input combinational cell,34,309
Yosys cell counts:
cell      n
ha_1      7
a21oi_1   4
nand2_1   4
o21ai_0   4
o22ai_1   4
inv_1     3
mux2i_1   3
nor2_1    3
a21boi_0  1
buf_2     1
buf_4     1
buf_6     1
conb_1    1
nor2b_1   1
nor3_1    1
o211ai_1  1
final timing paths:
check	start	to	slack (ps)	depth (start not counted)
worst max-delay path	hex[1]	sieteseg_a2g_dp[7]	-280	7
worst min-delay path	hex[3]	sieteseg_a2g_dp[4]	880	4
metal layers:
layer  track usage  vias to the layer above
met1        0.0382                      180
met2        0.0586                        6
met4             0                        0
li1              -                      190
met5             0                        -
met3       0.00909                        0
timing repair:
item,CTS,global route
pin swaps,8,4
resized,60,6
setup buffers,5,1
endpoints found under the setup margin,7,7
cloned,0,0
power by group through the flow:
stage         Clock [mW]  Sequential [mW]  Combinational, mW
CTS                    0                0              0.216
global route           0                0              0.256
finish                 0                0              0.228
Power figures rest on the tool's default switching activity, not on a simulated workload.
